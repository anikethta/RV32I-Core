`./config.mk`:
```
export PLATFORM = sky130hd
export DESIGN_NAME = darray
export DESIGN_NICKNAME = darray
export VERILOG_FILES = /design/flow/design.v
export SDC_FILE = /design/flow/constraint.sdc
export NUM_CORES = 4
export LEC_CHECK = 1
export CORE_UTILIZATION = 30
```
`./constraint.sdc`:
```
current_design darray

set clk_period 89.0
set clk_io_pct 0.2

create_clock -name clk0 -period $clk_period [get_ports {clk}]

set non_clock_inputs [all_inputs -no_clocks]
set_input_delay [expr $clk_period * $clk_io_pct] -clock clk0 $non_clock_inputs
set_output_delay [expr $clk_period * $clk_io_pct] -clock clk0 [all_outputs]
```
`./design.v`:
```
module darray #(parameter block_size = 256, parameter setslogn = 3) (input logic clk, rst, load,
                input logic [2:0] rd_addr, 
                input logic [2:0] wr_addr,
                input logic [block_size - 1:0] din, 
                output logic [block_size - 1:0] dout );
    localparam sets = 2**setslogn;
    logic [block_size - 1:0] data [sets - 1 : 0];
    logic [block_size - 1:0] out;
    always_ff @( posedge clk ) begin
        if (rst == 1'b1) begin
            for (int i = 0; i < 8; i = i + 1) data[i] <= 0;
        end
        else begin
            if (load) data[wr_addr] <= din;
        end
    end
    always_comb begin
        out = (load & (rd_addr == wr_addr)) ? din : data[rd_addr];
    end
    assign dout = out;
endmodule
```
`./run.sh`:
```
#!/bin/bash
# OpenROAD 26Q1-2900-gdf79404cd8, Yosys 0.63+post, stock flow scripts
make -C /OpenROAD-flow-scripts/flow DESIGN_CONFIG=/design/flow/config.mk WORK_HOME=/design/flow/orfs finish
```
==> impl_metrics.toml <==
# yosys + openroad results
[status]
status = "complete, no violations"

[cts]
cts_resized = 0
clock-sinks = 2048
cts_tree = "built"
cts-htree-levels = 4
numCtsBuffers = 223
clockBufferDepth = 4
cts_setup_buffers = 0
cts_hold_buffers = 0
clk_pin_slew_ns = 0.06
root_buffer = "clkbuf_16"

[timing]
fin_crit_ns = 41.55
fin_hold_ws_ns = 17.74
tns_ns = 0
maxSlewHeadroom = 0.447
worst_slew_pin_slew_ns = 0.829
max_freq_ghz = 0.0241
slew_viol_final = 0
setup_viol = 0
finalCritPeriodShare = 0.467
hold_viol = 0
rsz0062_at_grt = "false"

[die]
chipHeight_um = 561
initCoreUtil = 0.303
placementRows = 204
die_area_mm2 = 0.314
die_x_um = 561
core_area_mm2 = 0.310
io_pins = 521

[finish]
drive_above_1_share = 0.241
area_growth_pct = 18.1
most-common-layout-cells = "2,048 x and2_1, 2,048 x edfxtp_1, 517 x clkdlybuf4s50_1, 512 x mux4_2, 512 x mux2_2"
fillers = 28347
top_regs = "data x2048"
max_flop_register = "data"
largest_reg_flops = 2048
fin_util = 0.357
stdcell_count = 10362

[yosys]
ys_chip_area_mm2 = 0.0937
ys_cells = 5540
ys_types = 18
ys_ff = 2048
netlist_instances = 5540
yosys_warnings = 1
syn_area_mm2 = 0.0937
avgSynthCellArea_um2 = 16.9
seq_area_frac_synth = 0.657

[global_routing]
antenna_found_initial = 52
gr-total-overflow = 0
grt_start_max_net_pins = 81
grt_pass1_wl_mm = 368
grt_use_total = 0.170
grt_pass1_vias = 54492

[detailed_routing]
drt-initial-drc-count = 2458
firstDrtPassIters = 5
viasPerCell = 4.77
final_antenna_net_count = 0
drt-total-wl_mm = 251
drc_errors = 0
routedWlPerCell_um = 24.2
vias = 49435

[worst_setup_path]
critPathCaptureType = "output port"
required_ns = 71.20
crit_fanout = 45
startpoint_type = "primary input"
cp.arrival_ns = 23.75
path_class = "in2out"

[run]
maxCapViolCount = 0
warnings = 26

[place]
portBuffers = 520
dpl.hpwl_mm = 138
place.gp.congestion = 0.781
dp.cells = 9946

[power_and_ir_drop]
p_per_area_mw_per_mm2 = 20.4
combPwrFrac = 0.099
clock_power_share = 0.398
internal_power_mw = 1.75
peakVddDrop_mv = 0.0190
power_mw = 2.25
switching_power_mw = 0.508
p_leak_nw = 37.5
power_frac_seq = 0.504
switching_share = 0.225

[hold_path]
min_delay_path_depth = 2
holdCritPathClass = "in2reg"
min_from = "din[66]"
holdPathEnd = "data[3][66]$_SDFFCE_PN0P_"
## power groups by stage
stage     logic [mW]  registers (mW)  clock network, mW
6_report       0.223            1.14              0.897
5_1_grt        0.240            1.14              0.952
4_1_cts        0.227            1.14              0.916
## cells by family after synthesis
| kind of cell | after synthesis | synth area share |
|---|---|---|
| buf+inv | 395 | 0.0204 |
| flops | 2048 | 0.657 |
| simple gates | 2070 | 0.138 |
| xor+xnor | 3 | 0.000281 |
| mux | 1024 | 0.185 |
## metrics by stage
| stage | worst slack, ns | area [um^2] |
|---|---|---|
| after floorplan | 51.80 | 93700 |
| after global placement | 47.15 | 104000 |
| after detailed placement | 47.19 | 104000 |
| after CTS | 47.19 | 111000 |
| after global routing | 46.81 | 111000 |
| final | 47.45 | 111000 |
## cell type report
class	count	area [um^2]	share of cell area
flip-flops and latches	2048	61500	0.556
repair buffers	681	6550	0.0593
clock inverters	126	1250	0.0113
multi-input cells	3097	30300	0.274
clock buffers	276	5780	0.0522
diodes	14	35.0	0.000317
well taps	4120	5150	0.0466
## synth_stat cells, drive strengths merged
cell / n / area [um^2]
xnor2: 3 / 26.3
nand2b: 2 / 12.5
mux2: 512 / 5770
nand3b: 1 / 7.51
nand2: 1 / 3.75
or2: 8 / 50.1
nor2: 6 / 22.5
nor3: 2 / 15.0
buf: 112 / 852
or3b: 1 / 8.76
and2: 2048 / 12800
mux4: 512 / 11500
clkbuf: 283 / 1060
nand4: 1 / 6.26
edfxtp: 2048 / 61500
## metal layers
| metal | GRT usage | vias to the layer above | part of all wire |
|---|---|---|---|
| met2 | 0.260 | 3081 | 0.47 |
| met1 | 0.201 | 24163 | 0.35 |
| met3 | 0.120 | 375 | 0.15 |
| met4 | 0.0280 | 74 | 0.018 |
| met5 | 0.000904 | - | 0.0018 |
| li1 | - | 21742 | - |
## critical path, stage by stage
cell,delay [ns]
buf_8,0.46
buf_4,0.58
buf_4,0.57
buf_4,0.63
buf_4,0.65
buf_4,0.59
buf_4,0.66
mux4_2,0.59
mux2_2,0.29
mux2_2,0.30
clkdlybuf4s50_1,0.43
## worst max path at each step
stage         slack (ns)       start   endpoint
global route       46.81  rd_addr[0]  dout[153]
finish             47.45  rd_addr[0]  dout[153]
CTS                47.19  rd_addr[0]  dout[143]
Power and IR drop assume default switching activity.
