==> /design/flow/design.v <==
module regfile(input logic clk, 
                input logic RegWrite, 
                input logic [31:0] WD3,
                input logic [4:0] Sr1, Sr2, DestR,
                output logic [31:0] A, B);
    logic [31:0] rf [31:0];
    always_ff @(posedge clk) begin
        if (RegWrite == 1'b1) rf[DestR] <= WD3;
    end
    assign A = (Sr1 != 0) ? rf[Sr1] : 32'b0;
    assign B = (Sr2 != 0) ? rf[Sr2] : 32'b0;
endmodule
==> /design/flow/run.sh <==
#!/bin/bash
# OpenROAD 26Q1-2900-gdf79404cd8, Yosys 0.63+post, stock flow scripts
make -C /OpenROAD-flow-scripts/flow DESIGN_CONFIG=/design/flow/config.mk WORK_HOME=/design/flow/orfs finish
==> /design/flow/config.mk <==
export PLATFORM = sky130hd
export DESIGN_NAME = regfile
export DESIGN_NICKNAME = regfile
export VERILOG_FILES = /design/flow/design.v
export SDC_FILE = /design/flow/constraint.sdc
export NUM_CORES = 4
export LEC_CHECK = 1
export CORE_UTILIZATION = 50
==> /design/flow/constraint.sdc <==
current_design regfile

set clk_period 7.5
set clk_io_pct 0.2

create_clock -name clk0 -period $clk_period [get_ports {clk}]

set non_clock_inputs [all_inputs -no_clocks]
set_input_delay [expr $clk_period * $clk_io_pct] -clock clk0 $non_clock_inputs
set_output_delay [expr $clk_period * $clk_io_pct] -clock clk0 [all_outputs]
==> impl_metrics.ini <==
; yosys + openroad results
[status]
outcome = completed

[final_timing]
setup_tns_ns = 0
worst_pin_slew_ns = 1.12
rsz0062_at_grt = no
setup_viol = 0
drv_slew = 0
setup_slack_ns = 0.542
fmax_mhz = 144
slew_headroom = 0.246
final.period_utilization = 0.928
hold_violations = 0
period_minus_slack_ns = 6.96

[floorplan]
core_region_area_mm2 = 0.0932
die_h_um = 308
ios = 113
fp-row-count = 112
dieArea_mm2 = 0.0952
fp_util = 0.504
die_width_um = 308

[pwr]
p_per_area_mw_per_mm2 = 241
total_power_uw = 13000
p_int_uw = 10100
p_comb_frac = 0.091
clkPwrFrac = 0.416
swShare = 0.224
vdd_drop_max_v = 0.000191
power_frac_seq = 0.493
power_leakage_uw = 0.0173
power.net_switching_uw = 2900

[synth]
ys_cells = 2400
yosysWarnings = 1
ys.flops = 1024
syn_area_per_cell_um2 = 19.6
yosys_area_mm2 = 0.0470
ys.flop_type = edfxtp_1
synth_seq_share = 0.655
synthCells = 2400
synth_area_mm2 = 0.0470
synthArstFlopShare = 0
yosys.cell_types.count = 40
synth-edff-count = 1024
adder_share = 0
muxShareOfSynthArea = 0.249
ys_sh_xor = 0
simple_gate_share = 0.0194
ys_sh_aoi = 0.0541
logic_family = multiplexers

[worst_setup_path]
path_cells = clkdlybuf4s50_1, and2_4, buf_4, a22o_1, a211oi_1, nor3_1, clkdlybuf4s50_1
cp.required_ns = 6.00
slowest_delay_ns = 0.92
crit_type = in2out
cp_slowest_cell = nor3_1
cp.buffers_inverters = 3
path_max_fanout = 48
critPathCaptureType = output port
cp_top_family = buffers and inverters
crit_cells = 7
start_kind = input port
cpMostUsedCell = clkdlybuf4s50_1
arrival_ns = 5.46

[detailed_routing]
viasPerCell = 6.86
drc = 0
wire_per_inst_um = 38.3
via_count = 26806
drtIter0Drc = 1868
wl_mm = 150
firstDrtPassIters = 5
final_antenna_net_count = 0

[finish]
fillers = 6621
largest-register = rf
layout-drive-gt1-share = 0.296
combGateArea_mm2 = 0.0154
final_util = 0.577
regArea_mm2 = 0.0307
reg_top3 = rf x1024
largest_reg_flops = 1024
areaGrowthSynthToFinish_pct = 14.5

[clocking]
cts_inserted_buffers = 109
cts_setup_buffers = 0
ctsHoldBuffers = 0
cts_tree = built
cts_buffer_depth = 3
clock_tree.root_cell = clkbuf_16
cts_resized = 0
cts_sinks = 1024
htree_levels = 3
path_clk_slew_ns = 0.06

[grt]
grt_max_degree = 74
antenna_found_initial = 2
grt_usage = 0.364
grt_pass1_wl_mm = 213
overflow = 0
grt_pass1_vias = 30407

[run]
warning_count = 26
max_cap_violations = 0

[placement]
place_ws_ns = 0.672
dp_hpwl_mm = 88.1
port_buffers = 112
gp_routability_congestion = 0.915

[hold_path]
hold_depth = 2
hold_path_class = in2reg
==> worst paths after layout <==
kind   start             endpoint  slack, ns
min   WD3[2]  rf[24][2]$_DFFE_PP_       1.65
max   Sr2[3]                B[26]       0.54
==> layout make-up <==
| type | count | area share |
|---|---|---|
| Sequential cell | 1024 | 0.572 |
| Clock buffer | 128 | 0.0528 |
| Inverter | 25 | 0.00179 |
| Clock inverter | 69 | 0.0135 |
| Multi-Input combinational cell | 1150 | 0.287 |
| Timing Repair Buffer | 255 | 0.0443 |
| Tap cell | 1254 | 0.0292 |
| Antenna cell | 2 | 0.0000931 |
==> power groups by stage <==
stage | Clock [uW] | Combinational, uW | Sequential (uW)
after CTS | 5450 | 1160 | 6400
after global routing | 5650 | 1240 | 6400
final | 5400 | 1180 | 6400
==> per-layer routing <==
metal / share of wire / wire (um) / GRT usage
met1: 0.29 / 43200 / 0.425
met2: 0.45 / 67500 / 0.497
met3: 0.22 / 32600 / 0.329
met5: 0.0041 / 617 / 0.0532
met4: 0.038 / 5670 / 0.103
==> cell usage in the layout (no fill, tap or decap), types with 12 or more instances in the layout <==
cell type / netlist / layout
clkdlybuf4s50_1: 0 / 105
nor2_4: 0 / 33
buf_12: 0 / 14
mux2i_1: 183 / 183
clkinv_1: 0 / 22
a221oi_1: 23 / 23
a21oi_1: 46 / 46
mux2_1: 19 / 19
mux4_2: 425 / 425
o22ai_1: 55 / 55
inv_1: 25 / 24
o221ai_1: 31 / 31
nor3_1: 32 / 32
buf_4: 20 / 130
edfxtp_1: 1024 / 1024
and2_1: 13 / 12
clkbuf_16: 0 / 111
nand2_1: 65 / 64
bufinv_16: 0 / 15
a22o_1: 62 / 62
a211o_1: 23 / 23
a211oi_1: 47 / 47
clkbuf_1: 104 / 17
clkinv_2: 0 / 20
a2111oi_0: 31 / 31
==> through the flow <==
step / cell area (um^2) / cells / hold WS [ns]
after floorplan: 47000 / 2400 / 1.60
after CTS: 53800 / 3905 / 1.62
after global routing: 53800 / 3905 / 1.66
after detailed placement: 50200 / 3708 / 2.34
after global placement: 50200 / 3708 / 2.32
final: 53800 / 3907 / 1.65
==> kinds of logic (layout without fill, tap and decap cells) <==
group,after synthesis,count (layout)
AND-OR/OR-AND,331,331
buffers and inverters,226,477
flip-flops,1024,1024
multiplexers,632,632
other,0,2
AND/OR/NAND/NOR,187,187
==> synthesized netlist by cell type (all sizes together), types with 24 or more instances <==
cell type | instances | area (um^2)
edfxtp | 1024 | 30700
mux4 | 425 | 9570
mux2i | 183 | 1830
clkbuf | 104 | 390
buf | 97 | 602
nand2 | 65 | 244
a22o | 62 | 543
o22ai | 55 | 344
a211oi | 47 | 353
a21oi | 46 | 230
nor2 | 35 | 131
nor3 | 33 | 170
a2111oi | 31 | 272
o221ai | 31 | 272
inv | 25 | 93.8
mux2 | 24 | 270
Power and IR drop assume default switching activity.
