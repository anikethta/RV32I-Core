===== flow/config.mk =====
export PLATFORM = sky130hd
export DESIGN_NAME = mux6
export DESIGN_NICKNAME = mux6
export VERILOG_FILES = /design/flow/design.v
export SDC_FILE = /design/flow/constraint.sdc
export NUM_CORES = 4
export LEC_CHECK = 1
export CORE_AREA = 10 10 97 97
export DIE_AREA = 0 0 107 107

===== flow/constraint.sdc =====
current_design mux6

set clk_period 5.8
set clk_io_pct 0.2

create_clock -name clk0 -period $clk_period

set non_clock_inputs [all_inputs -no_clocks]
set_input_delay [expr $clk_period * $clk_io_pct] -clock clk0 $non_clock_inputs
set_output_delay [expr $clk_period * $clk_io_pct] -clock clk0 [all_outputs]

===== flow/design.v =====
module mux2 #(parameter WIDTH = 32) (input logic [WIDTH-1:0] d0, d1, 
                                    input logic s, 
                                    output logic [WIDTH-1:0] out);
    assign out = s ? d1 : d0;
endmodule
module mux4 #(parameter WIDTH = 32) (input logic [WIDTH-1:0] d0, d1, d2, d3,
                                    input logic [1:0] s, 
                                    output logic [WIDTH-1:0] out);
    always_comb begin
        case (s)
            2'b00: out = d0;
            2'b01: out = d1;
            2'b10: out = d2;
            2'b11: out = d3;
            default : out = d0;
        endcase
    end
endmodule
module mux6 #(parameter WIDTH = 32) 
            (input logic [WIDTH-1:0] d0, d1, d2, d3, d4, d5,
                input logic [2:0] s, output logic [WIDTH-1:0] out);
    always_comb begin
        case (s)
            3'b000 : out = d0;
            3'b001 : out = d1;
            3'b010 : out = d2;
            3'b011 : out = d3;
            3'b100 : out = d4;
            3'b101 : out = d5;
            default : out = d0;
        endcase
    end
endmodule
module adder(input [31:0] a, b, 
            output [31:0] out);
    assign out = a + b;
endmodule
module register #(parameter WIDTH = 32) (input logic clk, rst, 
                                        input logic [WIDTH-1 : 0] d, 
                                        output logic [WIDTH-1:0] q);
    always_ff @( posedge clk, posedge rst) begin
        if (rst) q <= 0;
        else q <= d;
    end
endmodule
module datapath(input logic clk, rst, 
                input logic [2:0] ResultSrc, 
                input logic [1:0] PCSrc,
                input logic RegWrite, ALUSrc,
                input logic [2:0] ImmSrc, 
                input logic [2:0] ALUControl, 
                input logic [2:0] branch_op,
                input logic [1:0] memwritefrmt,
                input logic [2:0] ld_op,
                output logic Branch_En, 
                output logic [31:0] PC, 
                input logic [31:0] Instr,
                output logic [31:0] ALUResult, WriteData,
                input logic [31:0] ReadData);
    logic [31:0] PCNext, PCPlus4, PCTarget;
    logic [31:0] ImmExt;
    logic [31:0] WD_ext, LD_ext;
    logic [31:0] SrcA, SrcB;
    logic [31:0] Result;
    register #(32) pcreg(clk, rst, PCNext, PC);
    adder pcadd4(PC, 32'h00000004, PCPlus4);
    adder pcaddbranch(PC, ImmExt, PCTarget);
    mux4 #(32) pcmux(PCPlus4, PCTarget, ALUResult, ALUResult, PCSrc, PCNext);
    regfile rf(clk, RegWrite, Result, Instr[19:15], Instr[24:20], 
                Instr[11:7], SrcA, WD_ext);
    extend ext(Instr[31:7], ImmSrc, ImmExt);
    stextend stex(WD_ext, memwritefrmt, WriteData);
    mux2 #(32) srcbmux(WriteData, ImmExt, ALUSrc, SrcB);
    alu alu(SrcA, SrcB, ALUControl, ALUResult);
    cmp cmp(SrcA, SrcB, branch_op, Branch_En);
    ldextend ldex(ReadData, ld_op, LD_ext);
    mux6 #(32) resultmux(ALUResult, 
                        LD_ext, 
                        PCPlus4, 
                        Branch_En, 
                        ImmExt,
                        PCTarget,
                        ResultSrc, Result);
endmodule

===== flow/run.sh =====
#!/bin/bash
# OpenROAD 26Q1-2900-gdf79404cd8, Yosys 0.63+post, stock flow scripts
make -C /OpenROAD-flow-scripts/flow DESIGN_CONFIG=/design/flow/config.mk WORK_HOME=/design/flow/orfs finish

==> out/summary.txt <==
via count -> 2875
initial antenna violation count -> 1
hold_sp -> s[1]
chip width -> 107 um
row cnt -> 31
total grt overflow -> 0
Layout area overhead -> 123%
Cell Area, Synth -> 1830 sq um
largest area contributor in the netlist -> a222oi_1
Post-DP Area -> 4080 sq um
Post-synth seq share -> 0%
status -> finished clean
Mean Syn Cell Area -> 6.91 sq um
critical path class -> input pin to output pin
DP Wirelength -> 9280 um
Post-Syn Instances -> 264
RSZ-0062 raised after global routing -> false
cell area after layout -> 4080 sq um
Highest Clock Rate -> 0.219 GHz
FILL cells -> 691
FF/Latch Area -> 0 sq um
library cells used by synthesis -> 33
pin count of the biggest net entering global routing -> 76
Fin. Hold Viols -> 0
# setup viols final -> 0
Hold Buf Count CTS -> 0
maximum vdd drop -> 0.0000420 V
Avg WL per Cell -> 19.9 um
Chip Area, Yosys -> 1830 sq um
buffers added on ports -> 227
Critical Path AT -> 3410 ps
yosys warns -> 1
detailed router's first-iteration violation count -> 173
post-cts sizing count -> 0
worst slew pin tran -> 778 ps
Tool Warnings -> 33
first-pass GRT wire length -> 16600 um
placed cell count -> 563
post-synth top area share -> 11.5%
GRT Total Usage -> 18.1%
Setup TNS -> 0 ps
die area -> 11400 sq um
Largest cells by area -> a222oi_1, a21o_1, a22oi_1
residual DRC count -> 0
Final Non-Filler Cells -> 564
WP data required -> 4640 ps
fin crit period -> 4570 ps
number of clock buffers in the layout -> 0
CP max FO -> 75
Ports -> 227
DR vias/cell -> 5.10
ys cells -> 264
Hold Crit Depth -> 4
Routed Antenna Nets -> 0
share of cells above drive strength 1 -> 4.53%
max-cap violations -> 0
post-CTS setup buffers -> 0
Die H -> 107 um
max-slew violation count -> 0
Leakage -> 1.54 nW
max_slew headroom -> 48.1%
vias in the first global route -> 3044
final estimated routing congestion in global placement -> 0.828
first-pass iteration count of the detailed router -> 6
Core Footprint -> 7290 sq um
Startpoint Class -> input pin
PwrDens -> 77.5 nW/um^2
WHS Endpoint -> out[10]
HP Class -> input pin to output pin
drt total wl -> 11200 um
Tcrit/Tclk final -> 78.9%
Initial Util -> 25.0%
Critical Path Sink Type -> output pin
flop count -> 0
Worst Setup SP -> s[2]
-- routing by layer --
| layer | vias up | global-route usage (%) | wire length [um] |
|---|---|---|---|
| li1 | 1452 | - | - |
| met1 | 1281 | 20.3 | 4330 |
| met2 | 136 | 34.1 | 5890 |
| met3 | 6 | 5.34 | 914 |
| met4 | 0 | 1.16 | 92 |
| met5 | - | 0 | 0 |
-- cell usage after synthesis, drive strengths merged --
library cell  count
o21bai            4
clkbuf           11
o21ai            26
a22oi            21
mux2i             8
nand2b           24
nor3              7
a21oi            11
and2              1
mux2              6
o2111ai           1
a22o              4
o32ai             5
mux4              1
a211o             5
nor2b            10
nand3b            1
buf              23
o21a             21
nor2              7
o211ai            5
a222oi           21
a31oi             4
or4b              1
nand2             8
or2b              3
a21o             21
inv               4
-- layout by cell type, fill, tap and decap left out, drive strengths merged, types with 5 or more instances in the layout --
cell type / instances
a21o: 21
nor3: 7
o211ai: 5
clkdlybuf4s50: 224
nor2b: 10
a22oi: 21
o21a: 21
a211o: 5
buf: 10
nand2: 8
nor2: 7
a21oi: 11
o21ai: 26
mux2: 6
nand2b: 24
o32ai: 5
mux2i: 8
a222oi: 21
-- power by group --
| part | internal (W) | switching, W | leakage (nW) | total (W) |
|---|---|---|---|---|
| combinational | 0.000218 | 0.0000979 | 1.54 | 0.000316 |
| clock | 0.0000000000230 | 0 | 0.00000634 | 0.0000000000230 |
| sequential | 0 | 0 | 0 | 0 |
-- final cells by class --
type	instances	area (sq um)	area share (%)
timing repair buffer	234	2310	56.7
inverter	4	15.0	0.368
multi-input combinational	226	1620	39.8
antenna	1	2.50	0.0614
tap	99	124	3.04
-- metrics by stage --
stage / hold WS, ps / utilization (%) / setup WS, ps / power, W
floorplan: 2400 / - / 2570 / 0.000113
global placement: 3110 / 55.9 / 1250 / 0.000318
detailed placement: 3110 / 55.9 / 1180 / 0.000318
CTS: 3120 / 55.9 / 1200 / 0.000320
global route: 3150 / 55.9 / 1020 / 0.000344
finish: 3110 / 55.9 / 1230 / 0.000316
-- how the worst max path moves through the flow --
stage / endpoint / slack (ps) / depth (start not counted)
CTS: out[26] / 1200 / 6
global route: out[18] / 1020 / 6
finish: out[26] / 1230 / 6
-- logic make-up after synthesis --
group	count (synthesis)	synth area share (%)
AND-OR/OR-AND	149	60.0
AND/OR/NAND/NOR	62	19.3
buffers and inverters	38	11.3
multiplexers	15	9.32
-- worst max-delay path, cell delays in order --
cell and delay, ps:
buf_4 560, nor3_1 110, a21oi_2 610, buf_4 340, o21a_1 140, clkdlybuf4s50_1 460
Power is estimated from default activity; no workload was simulated.
